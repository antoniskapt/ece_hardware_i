==> flow/design.v <==
module DATA_MEMORY(input clk,
				   input we,
				   input [8:0] addr,
				   input [31:0] din,
				   output reg [31:0] dout);
	reg [31:0] RAM [511:0];
	always @(posedge clk)
	begin
		if (we)
			RAM[addr] = din;
		else
			dout = RAM[addr];
	end
endmodule
==> flow/run.sh <==
#!/bin/bash
# OpenROAD 26Q1-2900-gdf79404cd8, Yosys 0.63+post, stock flow scripts
make -C /OpenROAD-flow-scripts/flow DESIGN_CONFIG=/design/flow/config.mk WORK_HOME=/design/flow/orfs finish
==> flow/config.mk <==
export PLATFORM = sky130hd
export DESIGN_NAME = DATA_MEMORY
export DESIGN_NICKNAME = DATA_MEMORY
export VERILOG_FILES = /design/flow/design.v
export SDC_FILE = /design/flow/constraint.sdc
export NUM_CORES = 4
export LEC_CHECK = 1
export CORE_UTILIZATION = 50
==> flow/constraint.sdc <==
current_design DATA_MEMORY

set clk_period 32.0
set clk_io_pct 0.2

create_clock -name clk0 -period $clk_period [get_ports {clk}]

set non_clock_inputs [all_inputs -no_clocks]
set_input_delay [expr $clk_period * $clk_io_pct] -clock clk0 $non_clock_inputs
set_output_delay [expr $clk_period * $clk_io_pct] -clock clk0 [all_outputs]
==> impl_metrics.yaml <==
# flow metrics
synth:
  synth-edff-count: 16416
  yosys-top-cells-area: "sky130_fd_sc_hd__edfxtp_1 (81%), sky130_fd_sc_hd__a22oi_1 (6.8%), sky130_fd_sc_hd__nand4_1 (1.4%)"
  ys_seq_share_pct: 81.4
  synth-main-ff-cell: "sky130_fd_sc_hd__edfxtp_1"
  ys.warnings.count: 2
  synth_flop_count: 16416
  synth-cells-yosys: 33793
  post-synth-top-area-fraction_pct: 81.4
  syn_inst_count: 33793
  synthesis.area_um2: 605000
  syn_area_per_cell_um2: 17.9
  yosys.stat.chipArea_um2: 605000
  async_flop_share_pct: 0
  top_cell_type_by_total_area_after_synthesis: "sky130_fd_sc_hd__edfxtp_1"
  post_synth_num_cell_types: 93
clock_network:
  cts_hold_buffers: 0
  ctsResizeCount: 0
  tritoncts_num_sinks: 16416
  cts_inserted_buffers: 1705
  htree_levels: 7
  cts-root-to-sink-buffers: 6
  cts_setup_buffers: 0
  ctsRootBufferMaster: "sky130_fd_sc_hd__clkbuf_16"
global_routing:
  globalRouteOverflowTotal: 167416
  first_global_vias: 656988
  largest_net_degree_at_the_start_of_global_routing: 142
  total_routing_usage_gr_pct: 113
  grt_pass1_wl_um: 7880000
floorplanning:
  floorplan.die.height_um: 1100
  floorplan.rows: 403
  floorplan.die.width_um: 1100
  ios: 75
  floorplan.initialDensity_pct: 50.2
placement:
  finalWeightedCongestion: 1.53
  port_bufs: 74
  placement.cell_area_um2: 672000
  dp_hpwl_um: 4140000
status:
  failing_step: "global routing (5_1_grt)"
  run_status: "aborted with a tool error"
  toolErrorMsg: "[ERROR GRT-0116] Global routing finished with congestion. Check the congestion regions in the DRC Viewer."
## synth_stat cells (all sizes together), types with 288 or more instances
library cell and instances:
a22o 871, nor3 712, nand2 758, nand3 695
buf 843, a21oi 851, clkbuf 1502, edfxtp 16416
o22ai 394, nor2 396, a22oi 5494, a221oi 442
nor4 394, nand4 1400, and4 288
## logic make-up after synthesis
family | Yosys count | synth area share (%)
buffers and inverters | 2358 | 1.54
multiplexers | 62 | 0.106
AND-OR/OR-AND | 9594 | 11.9
XOR/XNOR | 6 | 0.00868
flip-flops | 16416 | 81.4
AND/OR/NAND/NOR | 5357 | 5.01
## per-stage QoR
stage | setup WS, ps | util [%] | cells | total power, mW
floorplan | 17420 | - | 33793 | 27.5
global placement | 15050 | 55.6 | 53168 | 32.0
detailed placement | 16110 | 55.7 | 53222 | 31.8
CTS | 17470 | 60.3 | 56272 | 51.3
## layer usage
metal / track usage (%) / GRT overflow
met1: 119 / 47071
met2: 123 / 75224
met3: 105 / 25142
met4: 98.3 / 17588
met5: 95.2 / 2391
Power and IR drop assume default switching activity.
