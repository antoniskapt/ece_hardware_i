## config.mk

```make
export PLATFORM = sky130hd
export DESIGN_NAME = regfile
export DESIGN_NICKNAME = regfile
export VERILOG_FILES = /design/flow/design.v
export SDC_FILE = /design/flow/constraint.sdc
export NUM_CORES = 4
export LEC_CHECK = 1
export CORE_UTILIZATION = 50
```

## constraint.sdc

```tcl
current_design regfile

set clk_period 6.4
set clk_io_pct 0.2

create_clock -name clk0 -period $clk_period [get_ports {clk}]

set non_clock_inputs [all_inputs -no_clocks]
set_input_delay [expr $clk_period * $clk_io_pct] -clock clk0 $non_clock_inputs
set_output_delay [expr $clk_period * $clk_io_pct] -clock clk0 [all_outputs]
```

## design.v

```verilog
module regfile(	input clk,
				input [4:0] readReg1,
				input [4:0] readReg2,
				input [4:0] writeReg,
				input [31:0] writeData,
				input write,
				output reg [31:0] readData1,
				output reg [31:0] readData2);
	reg [31:0] x_reg [31:0];
	integer i;
	initial begin
		for(i=0; i<32; i=i+1)
			x_reg[i]<=32'b0;
	end
	always @* begin
		readData1=x_reg[readReg1];
		readData2=x_reg[readReg2];
	end
	always @(posedge clk)
	begin
		if(write)
			x_reg[writeReg]<=writeData;
	end
endmodule
```

## run.sh

```bash
#!/bin/bash
# OpenROAD 26Q1-2900-gdf79404cd8, Yosys 0.63+post, stock flow scripts
make -C /OpenROAD-flow-scripts/flow DESIGN_CONFIG=/design/flow/config.mk WORK_HOME=/design/flow/orfs finish
```

==> job_summary.md <==
## Synthesis and layout report

| Metric | Value |
|---|---|
| Outcome | completed |
| Core Util, Final | 56.97% |
| Via density | 6.463 |
| Distinct cell type count after synthesis | 23 |
| CP required | 5120 ps |
| Pre-CTS setup slack | 847.7 ps |
| Detailed Route WL | 154.7 mm |
| Crit-path max cell delay | 650 ps |
| Slew Viols, Final | 0 |
| DR DRC count | 0 |
| Max-cap violation count | 0 |
| Mean Syn Cell Area | 14.41 sq um |
| Setup_tns | 0 ps |
| Cells along the critical path | clkdlybuf4s50_1, nor2b_4, buf_4, a22o_1, nor3_1, a31oi_1, nand3_1, clkdlybuf4s50_1 |
| DIE AREA | 98,830 sq um |
| Post-route insts no fill | 4,872 |
| Number of flip-flops under the largest register name | 1,024 |
| Syn. warnings | 1 |
| Hold buffers post-CTS | 0 |
| CTS resizes | 0 |
| CP max stage cell | clkdlybuf4s50_1 |
| Clock-pin slew on the worst setup and hold paths | 60 ps |
| # port buffers | 112 |
| Fraction of layout cells with a size suffix above 1 | 9.711% |
| Synth-to-layout area growth | 12.91% |
| Final Cycle Share | 87.45% |
| Total gr overflow | 0 |
| Crit-path max FO | 21 |
| Routed via count | 31.49k |
| Yosys Instances | 3,386 |
| TritonCTS buffer count | 107 |
| Initial core utilization | 50.45% |
| Pwr dens | 267.4 nW/um^2 |
| I/O Pins | 113 |
| Die width | 314.4 um |
| Vias in the first global route | 32.86k |
| Final Power | 14.73 mW |
| RSZ-0062 raised after global routing | no |
| Hold/Removal Path Class | input port to flop |
| CTS sink cnt | 1,024 |
| Critical Path End Type | output port |
| Leak pwr | 20.30 nW |
| Iter 0 DRT Violations | 2,254 |
| Slew margin rel. | 32.83% |
| Post-route ant nets | 0 |
| Critical path type | input port to output port |
| Tot GR Track Use | 34.46% |
| Gpl congestion | 0.8850 |
| OpenROAD warning count | 26 |
| Critical path startpoint category | input port |
| Largest net degree at the start of global routing | 73 |
| Fillers | 7,234 |
| Cell area after synthesis | 48,790 sq um |
| Core Footprint | 96,710 sq um |
| Most frequent CP cell | clkdlybuf4s50_1 |
| Worst Path Arrival | 4320 ps |
| TritonCTS clock tree | yes |
| Placed cell count | 4,680 |
| CTS Buffer Depth | 3 |
| Minimum clock period | 5597 ps |
| CTS root buf | clkbuf_16 |
| Final HPWL DP | 85.08 mm |
| Routed wire per std cell | 31.76 um |
| Rows | 114 |
| Mapped Cells | 3,386 |
| DRT Pass-1 Iters | 6 |
| Final hold violation count | 0 |
| F_max | 178.7 MHz |
| Flops out of synthesis | 1,024 |
| Die Span Y | 314.4 um |
| Max rail drop VDD | 0.2281 mV |
| Worst path setup slack after routing | 803.2 ps |
| Yosys chip area | 48,790 sq um |
| Setup Viol. Count Final | 0 |
| Slew at the pin with the worst max-slew slack | 1004 ps |
| H-tree depth | 3 |
| First-pass GRT wire length | 221.4 mm |
| Post-CTS Setup Inserts | 0 |
| Sequential area share after synthesis | 63.03% |
| Initial antenna violation count | 8 |
==> through the flow <==
step	instance area (sq um)	hold WS, ps
final	55090	1419
after global routing	55090	1445
after CTS	55090	1391
after detailed placement	51860	2105
after global placement	51860	2099
after floorplan	48790	1379
==> power by group <==
part	total [mW]	switching [mW]	internal [mW]
Clock	5.82	2.51	3.31
Sequential	7.50	0.0328	7.46
Combinational	1.42	0.875	0.541
==> worst max-delay path: cells and delay by family <==
family,cells,cell delay (ps)
buffers and inverters,3,1620
AND-OR/OR-AND,2,450
AND/OR/NAND/NOR,3,940
==> cells by family (layout without fill, tap and decap cells) <==
group | count (synthesis) | in the layout | share of synthesized area [%]
compound gates | 576 | 576 | 8.042
buf+inv | 253 | 461 | 3.211
flops | 1024 | 1024 | 63.03
mux | 1024 | 1024 | 21.01
other cells | 0 | 2 | 0
simple gates | 509 | 509 | 4.714
==> cell usage after synthesis <==
cell         n  area (sq um)
a31oi_1     64         400.4
a21oi_1    192         960.9
or3b_2       3         26.28
or3_1        1         6.260
buf_4       47         352.8
clkbuf_4     4         30.03
nand3_1    194         970.9
nor2b_1      4         25.02
and2_1       2         12.51
buf_2       70         350.3
buf_6       45         506.7
mux2i_1   1024         10250
edfxtp_1  1024         30750
a22o_1     128          1121
nor3_1      64         320.3
a22oi_1    192          1441
nand2b_1     4         25.02
nor2_1      35         131.4
nand3b_1     5         37.54
buf_1        1         3.750
clkbuf_1    86         322.8
nand2_1    195         732.0
or2_2        2         12.51
==> layer usage <==
layer | wire length (um) | up-vias | global-route usage, %
met5 | 316 | - | 2.369
met4 | 6076 | 21 | 10.54
met3 | 24770 | 360 | 23.28
met2 | 69440 | 2034 | 48.41
met1 | 54110 | 15420 | 45.25
li1 | - | 13650 | -
==> path summary, 6_finish.rpt <==
check	startpoint	to	slack, ps	depth (start not counted)
min	writeData[21]	x_reg[8][21]$_DFFE_PP_	1420	2
max	readReg2[2]	readData2[15]	800	8
==> layout make-up <==
cell class	count	area, sq um	share of cell area [%]
tap	1276	1597	2.898
clock buffer	143	2898	5.260
multi-input combinational	2109	16780	30.46
timing repair buffer	271	2738	4.969
antenna	2	5.005	0.009085
sequential	1024	30750	55.82
clock inverter	47	325.3	0.5905
==> cell usage in the layout, fill, tap and decap left out, drive strengths merged, types with 4 or more instances in the layout <==
master	count
a31oi	64
bufinv	4
mux2i	1024
nor3	64
nand3	194
nand2b	4
buf	161
clkinv	39
clkbuf	143
a22oi	192
nand3b	5
nand2	195
a22o	128
nor2	35
clkdlybuf4s50	110
a21oi	192
edfxtp	1024
nor2b	4
No activity file was given, so power comes from the tool's default toggle rates.
